`./run.sh`:
```
#!/bin/bash
# OpenROAD 26Q1-2900-gdf79404cd8, Yosys 0.63+post, stock flow scripts
make -C /OpenROAD-flow-scripts/flow DESIGN_CONFIG=/design/flow/config.mk WORK_HOME=/design/flow/orfs finish
```
`./config.mk`:
```
export PLATFORM = sky130hd
export DESIGN_NAME = ClockDivider
export DESIGN_NICKNAME = ClockDivider
export VERILOG_FILES = /design/flow/design.v
export SDC_FILE = /design/flow/constraint.sdc
export NUM_CORES = 4
export LEC_CHECK = 1
export CORE_AREA = 10 10 96 96
export DIE_AREA = 0 0 106 106
```
`./constraint.sdc`:
```
current_design ClockDivider

set clk_period 3.7
set clk_io_pct 0.2

create_clock -name clk0 -period $clk_period [get_ports {sysclk}]

set non_clock_inputs [all_inputs -no_clocks]
set_input_delay [expr $clk_period * $clk_io_pct] -clock clk0 $non_clock_inputs
set_output_delay [expr $clk_period * $clk_io_pct] -clock clk0 [all_outputs]
```
`./design.v`:
```
module ClockDivider
#(
	parameter SLOWDOWN = 1000  
)(
	input      rst,        
	input      sysclk,     
	output reg slowclk     
);
	reg [31:0] count;
	always @(posedge sysclk) begin
		if (rst) begin
			count <= 0;
			slowclk <= 0;
		end
		else begin
			if (count == SLOWDOWN/2) begin
				count <= 0;
				slowclk <= ~slowclk;
			end else begin
				count <= count + 1;
			end
		end
	end
endmodule
```
==> ci_impl_report.md <==
## PnR job results

| Metric | Value |
|---|---|
| Skew-Pair Late Insertion Delay | 0.28 ns |
| Yosys stat chip area | 1614 sq um |
| Post-CTS sizing | 0 |
| Top-area cell share | 40.93% |
| Hold depth | 1 |
| Reg2Reg Capture Point | count[25] |
| Cell type with the largest total area | dfxtp_1 |
| Reg-to-Reg Start | count[4] |
| Remaining DRCs | 0 |
| Vias in the first global route | 1205 |
| CP Capture Type | register |
| Endpoints failing hold | 0 |
| First drt pass iteration count | 4 |
| Hpwl dp | 2280 um |
| HP Start | count[0] |
| Setup CP Type | reg2reg |
| Slew @ Worst Pin | 0.7319 ns |
| Die H | between 100 and 150 um |
| Gpl congestion | 0.8224 |
| Syn. warnings | 1 |
| Critical Path RT | around 3.9 ns |
| First-pass GRT wire length | 5740 um |
| Post-synth area hogs | dfxtp_1, a21oi_1, xnor2_1 |
| # Post-CTS Setup Buffers | 0 |
| Seq/Total Area, Yosys | 40.93% |
| # clock sinks | 33 |
| Die width | 106 um |
| # diodes | 0 |
| Via Count | 1379 |
| Final core utilization | 25.10% |
| DIE AREA | 11240 sq um |
| Initial antenna violation count | 0 |
| CP Max Fanout | 14 |
| Post-Synthesis Cells | roughly 190 |
| Worst R2R Setup Slack | 1.46 ns |
| Worst-path clk slew | 0.06 ns |
| Core box area | 7214 sq um |
| Clock Tree Buf Depth | 2 |
| Setup TNS | 0 ns |
| GR Overflow Total | 0 |
| Part of the cycle the worst path needs | 60.52% |
| Fin cells | 294 |
| # Cells Yosys | 194 |
| CTS tree | done |
| Total GRT Usage | 5.930% |
| Syn Area/Cell | about 8.3 sq um |
| Fmax | 0.4466 GHz |
| Hold_ws | 0.4777 ns |
| Max-slew headroom | around half |
| Routed WL | approximately 3400 um |
| Distinct cells, synth | 27 |
| Crit path time final | 2.239 ns |
| Pwr Total | 631.6 uW |
| Ports | 3 |
| Placed cell count | ~290 |
| Unrepaired setup endpoints after global routing | no |
| Worst Clk Skew | about 0.0044 ns |
| Status | finished clean |
| Power per cell area | 348.8 nW/um^2 |
| H-Tree Depth | 2 |
| Fp util | 22.37% |
| Min-Delay Endpoint | count[0] |
| Via density | 4.690 |
| Final Slew Violations | 0 |
| Wire per inst | roughly 12 um |
| Log Warnings | 26 |
| 1st-iter DRT viols | 84 |
| Arrival time worst endpoint | between 2 and 2.5 ns |
| CTS Hold Bufs | 0 |
| Post-Syn Area | 1614 sq um |
| Remaining antenna violation count after routing | 0 |
| CTS Buf Count | 5 |
| Root Buffer | clkbuf_8 |
| Largest net degree at the start of global routing | 33 |
| Setup-failing EPs final | 0 |
| IO Port Bufs | 2 |
| Fill cells | 807 |
| Leakage | 0.0005182 uW |
| Rows | 31 |
| Layout cells sized above 1 | 5.128% |
| Synth-to-layout area growth | 12.17% |
| CP Launch Type | register |
| Maximum vdd drop | about 97 uV |
| Max Cap Violations | 0 |
| Hold Crit Class | reg2reg |
| Reg2Reg Depth | 4 |
| Flops after synth | 33 |
final cells by class:
cell class	count	area [sq um]	share of cell area [%]
clock buffer	8	80.08	4.423
inverter	6	22.52	1.244
multi-input combinational	145	895.9	49.48
sequential	33	660.6	36.49
tap	99	123.9	6.842
timing repair buffer	3	27.53	1.520
synth_stat cells:
library cell and instances:
xor2_1 3, o31ai_1 3, and3_1 4, or3_1 12, nor3_1 3, nor4_1 9, nand4_1 10, and2_1 3
nor2_1 17, nand4b_1 4, a21oi_1 18, buf_1 1, dfxtp_1 33, or4_4 2, and4_1 4, nand2_1 8
or4_1 3, inv_1 6, clkbuf_1 8, nand3_1 11, nand4_4 1, clkbuf_2 1, o21ai_0 15, nor4bb_1 2
ha_1 2, xnor2_1 10, o21bai_1 1
stage by stage:
stage | instance area, sq um | setup WS, ns
final | 1810 | 1.461
after global routing | 1810 | 1.301
after CTS | 1810 | 1.495
after detailed placement | 1730 | 1.511
after global placement | 1730 | 1.578
after floorplan | 1614 | 1.737
critical path, stage by stage, from the launching register on:
cell	delay (ns)
dfxtp_1	0.39
nand3_1	0.36
or4_4	0.73
or4_1	0.53
a21oi_1	0.16
sequential cells by signal, summed over array words and instances, names as in the netlist:
signal and count:
slowclk 1, count 32
logic make-up (layout without fill, tap and decap cells):
group / count (synthesis) / in the layout / synth area share [%]
AND-OR/OR-AND: 37 / 37 / 12.09
flip-flops: 33 / 33 / 40.93
XOR/XNOR: 13 / 13 / 7.054
buffers and inverters: 16 / 17 / 3.798
adder cells (fa/ha/maj): 2 / 2 / 1.550
AND/OR/NAND/NOR: 93 / 93 / 34.57
worst max-delay path by stage:
stage	startpoint	end
after global routing	count[4]	count[25]
after CTS	count[4]	count[25]
final	count[4]	count[25]
metal layers:
layer	share of wire (%)	track usage (%)
met1	52	8.714
met2	42	8.790
met3	3.2	1.407
met4	1.8	0.9671
met5	0	0
report_power, final:
part           internal, uW  switching (uW)  leakage, uW
logic                  6.10            9.23     0.000212
registers               358            3.31     0.000266
clock network           133             121    0.0000395
layout by cell type, fill, tap and decap left out:
cell type	instances
and3_1	4
nor4bb_1	2
or3_1	12
or4_4	2
buf_4	1
inv_1	6
or4_1	3
o31ai_1	3
nor4_1	9
nor2_1	17
nand4_4	1
a21oi_1	18
xnor2_1	10
xor2_1	3
clkbuf_8	5
o21ai_0	15
and2_1	3
and4_1	4
ha_1	2
clkbuf_1	3
nand4_1	10
clkdlybuf4s50_1	2
o21bai_2	1
nand4b_1	4
dfxtp_1	33
nand3_1	11
nand2_1	8
nor3_1	3
No activity file was given, so power comes from the tool's default toggle rates.
