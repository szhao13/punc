<file path="/design/flow/design.v">
module ButtonDebouncer
#(
	parameter TIME_DELAY = 500000  
)(
	input      sysclk,     
	input      noisy_btn,  
	output reg clean_btn   
);
	reg [31:0] count;
	reg xnew;
	always @(posedge sysclk) begin
		if (noisy_btn != xnew) begin
			xnew <= noisy_btn;
			count <= 0;
		end else if (count == TIME_DELAY) begin
			clean_btn <= xnew;
		end else begin
			count <= count + 1;
		end
	end
endmodule
</file>
<file path="/design/flow/run.sh">
#!/bin/bash
# OpenROAD 26Q1-2900-gdf79404cd8, Yosys 0.63+post, stock flow scripts
make -C /OpenROAD-flow-scripts/flow DESIGN_CONFIG=/design/flow/config.mk WORK_HOME=/design/flow/orfs finish
</file>
<file path="/design/flow/config.mk">
export PLATFORM = sky130hd
export DESIGN_NAME = ButtonDebouncer
export DESIGN_NICKNAME = ButtonDebouncer
export VERILOG_FILES = /design/flow/design.v
export SDC_FILE = /design/flow/constraint.sdc
export NUM_CORES = 4
export LEC_CHECK = 1
export CORE_UTILIZATION = 30
</file>
<file path="/design/flow/constraint.sdc">
current_design ButtonDebouncer

set clk_period 4.6
set clk_io_pct 0.2

create_clock -name clk0 -period $clk_period [get_ports {sysclk}]

set non_clock_inputs [all_inputs -no_clocks]
set_input_delay [expr $clk_period * $clk_io_pct] -clock clk0 $non_clock_inputs
set_output_delay [expr $clk_period * $clk_io_pct] -clock clk0 [all_outputs]
</file>
==> impl_metrics.toml <==
# synthesis and place-and-route metrics
[global_routing]
antenna_found_initial = 0
grt_use_total_pct = 12.3
grt_pass1_vias = 1221
grt_pass1_wl_um = 5890
grt.overflow.total = 0
grt_max_degree = 30

[drt]
drt-pass1-iter-count = 4
drtIter0Drc = 75
ant_nets = 0
vias_per_cell = 5.26
via_count = 1425
routed_wl_um = 3390
drc_errors = 0
wire_per_inst_um = 12.5
n_antenna_cell = 0

[final_layout]
fill_cells = 593
stdcell_count = 271
fin_area_sq_um = 1870
mi_logic_area_sq_um = 952
fin_util_pct = 33.7
drive_gt1_share_pct = 3.52
area_growth_pct = 7.65
regArea_sq_um = 701

[worst_setup_path]
crit_chain = "clkdlybuf4s50_1, xnor2_1, inv_1, buf_4, nor3_1"
crit_end = "clean_btn"
slowest_delay_ps = 430
cp-start-kind = "primary input"
slowest_stage = "clkdlybuf4s50_1"
reg2reg_from = "count[2]"
crit_fanout = 26
r2r-end = "count[30]"
reg2reg_slack_ps = 2510
arrival_ps = 2480
crit_type = "primary input to register"
crit_path_end_kind = "register"
cp.required_ps = 4570
worstSetupStartpoint = "noisy_btn"
r2r_cells = 4

[place]
place_ws_ps = 1770
hpwl_um = 2310
place.gp.congestion = 0.784
placed_cells = 264
numPortBuffers = 2
place_area_sq_um = 1790

[clock_network]
clockRootBuffer = "clkbuf_8"
clock-sinks = 34
cts_made_buffers = 5
post_cts.repair.setup_buffers = 0
clk_pin_slew_ps = 70
cts_htree_levels = 2
post_cts_resized = 0
cts_tree = "yes"
insertion_delay_ps = 280
clockBufferDepth = 2
hold_buffers = 0

[yosys]
syn_inst = 201
syn_area_sq_um = 1730
avgSynthCellArea_sq_um = 8.62
postSynthSeqShare_pct = 40.4
top_area_cell = "dfxtp_1"
synthDistinctLibCells = 34
top_cells_by_count = "dfxtp_1, a21oi_1, nand4_1, nand2_1, nor2_1"
synth_flops = 34
ff_type = "dfxtp_1"
edf_count = 2
synth_top_cell_by_count = "dfxtp_1"
yosysChipArea_sq_um = 1730
async_reset_ff_share_pct = 0
top_area_share_pct = 37.0
yosys_warnings = 1
synth.area.top_cells = "dfxtp_1, a21oi_1, and4_1"
ys_cells = 201

[timing]
slew_headroom_pct = 71.6
finalSetupViolations = 0
fin_setup_tns_ps = 0
fin_crit_ps = 2510
skew_ps = 5.67
hold_viol = 0
fmax_mhz = 399
finalCritPeriodShare_pct = 54.5
setup_slack_ps = 2090
rsz0062_at_grt = "false"
drv_slew = 0
worst_pin_slew_ps = 422
hold_ws_ps = 480

[floorplan]
core-area_sq_um = 5540
fp-utilization_pct = 31.3
ioPinCount = 3
die_w_um = 78
dieArea_sq_um = 6080
die_y_um = 78
rows = 27

[outcome]
status = "completed"

[worst_hold_path]
hp-class = "register to register"

[pwr]
power_leakage_nw = 0.605
vdd_drop_max_mv = 0.181
power_density_nw_per_um2 = 308
design_power_total_mw = 0.575

[run]
stage_log_warnings = 26
cap_violations = 0
-- report_power, final --
group | total (mW) | leakage, nW | internal [mW] | switching (mW)
combinational | 0.0587 | 0.290 | 0.0202 | 0.0385
clock | 0.202 | 0.0383 | 0.104 | 0.0983
sequential | 0.314 | 0.277 | 0.305 | 0.00919
-- worst min-delay path by stage --
stage,cells past startpoint,from,end,slack (ps)
after CTS,2,count[31],count[31],490
after global routing,2,count[31],count[31],510
final,2,count[31],count[31],480
-- metal layers --
metal / vias up / GRT usage (%) / part of all wire, %
met2: 12 / 18.2 / 44
met5: - / 0 / 0
met3: 2 / 3.11 / 2.4
li1: 756 / - / -
met1: 655 / 18.9 / 53
met4: 0 / 1.30 / 0.80
-- flip-flops by register name (all words and copies together) (netlist names) --
name       count
count         32
xnew           1
clean_btn      1
-- area by class of cell --
cell class	count	area share (%)
inverters	5	1.01
flip-flops and latches	34	37.6
well taps	72	4.83
clock buffers	7	4.09
multi-input cells	150	51.0
repair buffers	3	1.48
-- worst max-delay path, delay by kind of cell --
| kind | cells | cell delay, ps |
|---|---|---|
| xor+xnor | 1 | 370 |
| buf+inv | 3 | 950 |
| simple gates | 1 | 230 |
-- cell families (layout without fill, tap and decap cells) --
logic type / count (synthesis) / after routing / synth area share (%)
compound gates: 43 / 43 / 14.7
xor+xnor: 10 / 10 / 5.05
fa+ha+maj: 2 / 2 / 1.44
buf+inv: 17 / 15 / 4.62
flops: 34 / 34 / 40.4
mux: 1 / 1 / 0.578
simple gates: 94 / 94 / 33.1
-- placed cells by master (no fill, tap or decap), types with 2 or more instances in the layout --
| master | instances |
|---|---|
| nand3_1 | 10 |
| and2_1 | 5 |
| edfxtp_1 | 2 |
| dfxtp_1 | 32 |
| clkdlybuf4s50_1 | 2 |
| xor2_1 | 9 |
| ha_1 | 2 |
| inv_1 | 5 |
| a41o_1 | 2 |
| nor2_1 | 11 |
| and3_1 | 4 |
| clkbuf_1 | 2 |
| nor4_1 | 5 |
| and4_1 | 9 |
| nor3_1 | 4 |
| o21ai_0 | 9 |
| nand2_1 | 11 |
| clkbuf_8 | 5 |
| or4_1 | 9 |
| a31oi_1 | 2 |
| or3_1 | 7 |
| o21a_1 | 2 |
| o31ai_1 | 9 |
| a21oi_1 | 19 |
| nand4_1 | 12 |
Power figures rest on the tool's default switching activity, not on a simulated workload.
