`run.sh`:
```
#!/bin/bash
# OpenROAD 26Q1-2900-gdf79404cd8, Yosys 0.63+post, stock flow scripts
make -C /OpenROAD-flow-scripts/flow DESIGN_CONFIG=/design/flow/config.mk WORK_HOME=/design/flow/orfs finish
```
`config.mk`:
```
export PLATFORM = sky130hd
export DESIGN_NAME = SSEG
export DESIGN_NICKNAME = SSEG
export VERILOG_FILES = /design/flow/design.v
export SDC_FILE = /design/flow/constraint.sdc
export NUM_CORES = 4
export LEC_CHECK = 1
export CORE_AREA = 10 10 111 111
export DIE_AREA = 0 0 121 121
```
`constraint.sdc`:
```
current_design SSEG

set clk_period 4.2
set clk_io_pct 0.2

create_clock -name clk0 -period $clk_period [get_ports {sysclk}]

set non_clock_inputs [all_inputs -no_clocks]
set_input_delay [expr $clk_period * $clk_io_pct] -clock clk0 $non_clock_inputs
set_output_delay [expr $clk_period * $clk_io_pct] -clock clk0 [all_outputs]
```
`design.v`:
```
module SSEG(
   input  wire        sysclk,           
   input  wire [15:0] data,             
   output reg [7:0]  SSEG_CA,           
   output reg [3:0]  SSEG_AN            
);
   localparam DIGIT_A = 4'b1110;
   localparam DIGIT_B = 4'b1101;
   localparam DIGIT_C = 4'b1011;
   localparam DIGIT_D = 4'b0111;
   reg clk;
   reg [3:0] digit;
   reg [31:0] count;
   always @(posedge sysclk) begin
      if (count == 500000/2) begin
         count <= 0;
         clk <= ~clk;
      end else begin
         count <= count + 1;
      end
   end
   always@( * ) begin
      case (SSEG_AN)
      DIGIT_A: digit = data[7:4];
      DIGIT_B: digit = data[11:8];
      DIGIT_C: digit = data[15:12];
      DIGIT_D: digit = data[3:0];
      default: digit = 4'b0000;
      endcase
   end
   always@(posedge clk) begin
      case (SSEG_AN)
      DIGIT_A: SSEG_AN <= DIGIT_B;
      DIGIT_B: SSEG_AN <= DIGIT_C;
      DIGIT_C: SSEG_AN <= DIGIT_D;
      DIGIT_D: SSEG_AN <= DIGIT_A;
      default: SSEG_AN <= DIGIT_A;
      endcase
   end
   always@(posedge clk) begin
      case (digit)
      0: SSEG_CA <= 8'b11000000;  
      1: SSEG_CA <= 8'b11111001;  
      2: SSEG_CA <= 8'b10100100;  
      3: SSEG_CA <= 8'b10110000;  
      4: SSEG_CA <= 8'b10011001;  
      5: SSEG_CA <= 8'b10010010;  
      6: SSEG_CA <= 8'b10000010;  
      7: SSEG_CA <= 8'b11111000;  
      8: SSEG_CA <= 8'b10000000;  
      9: SSEG_CA <= 8'b10010000;  
      10: SSEG_CA <= 8'b10001000;  
      11: SSEG_CA <= 8'b10000011;  
      12: SSEG_CA <= 8'b11000110;  
      13: SSEG_CA <= 8'b10100001;  
      14: SSEG_CA <= 8'b10000110;  
      15: SSEG_CA <= 8'b10001110;  
      default: SSEG_CA <= 8'b10111111;
      endcase
   end
endmodule
```
==> impl_table.tex <==
% Synthesis and place-and-route results
\begin{tabular}{lr}
\hline
Metric & Value \\
\hline
\multicolumn{2}{l}{\textbf{Setup path}} \\
\quad CP Class & reg -> reg \\
\quad Largest stage delay, worst path & 0.42 ns \\
\quad Max FO, Critical Path & 11 \\
\quad Critical Path, Cell by Cell & inv\_1 -> ha\_1 -> nor4b\_1 -> nand4\_1 -> nor3\_1 -> and4bb\_2 \\
\quad Data required time at the worst endpoint & 4.17 ns \\
\quad Count of buffer and inverter cells on the critical path & 1 \\
\quad Max stage delay cell, worst path & and4bb\_2 \\
\quad CP endpoint kind & flop \\
\quad Cell type group with the largest total delay on the critical path & simple AND/OR/NAND/NOR gates \\
\quad Startpoint types & flop \\
\quad Data arrival time of the critical path & 1.84 ns \\
\multicolumn{2}{l}{\textbf{Synth}} \\
\quad Average instance area after synthesis & 9.47 um\^{}2 \\
\quad Cell types occupying the most area after synthesis & dfxtp\_1 41\%, xnor2\_1 8.8\%, ha\_1 4.8\% \\
\quad Async SR Flop Fraction & 0\% \\
\quad Part of the Yosys area used for sequential elements & 42.8\% \\
\quad Synthesis warning total & 1 \\
\quad Largest area contributor in the netlist & dfxtp\_1 \\
\quad Adder-cell share of the synthesized area & 4.80\% \\
\quad AND/OR/NAND/NOR Cells, Area Fraction & about a quarter \\
\quad Post-synth EDFFs & 1 \\
\quad Netlist area before placement & roughly 2100 um\^{}2 \\
\quad Distinct cell type count after synthesis & 41 \\
\quad Cell count after synthesis & around 220 \\
\quad \#FFs+latches synth & 44 \\
\quad Share of synthesized area spent on multiplexers & $\sim$3.1\% \\
\quad Top cell type by instance count after synthesis & dfxtp\_1 \\
\quad Number of cells in the yosys synthesis report & 220 \\
\quad Yosys-reported design area after synthesis & 2080 um\^{}2 \\
\quad Synth top area share & 41.3\% \\
\quad Combinational family with the most area after synthesis & simple AND/OR/NAND/NOR gates \\
\quad AO/OA Area Share & 5.95\% \\
\quad XOR/XNOR share of the synthesized area & 13.5\% \\
\quad Dominant register cell in the synthesized netlist & dfxtp\_1 \\
\quad List of most frequent post-synthesis cells & 43 x dfxtp\_1, 21 x nand2\_1, 21 x xnor2\_1 \\
\multicolumn{2}{l}{\textbf{STA}} \\
\quad Actual slew at the worst max-slew pin & 0.734 ns \\
\quad Max-slew violation count & 0 \\
\quad Cycle use final & 44.4\% \\
\quad Register pins left without a clock & 11 \\
\quad Minimum clock period after layout & 1.86 ns \\
\quad Skew final & 0.00727 ns \\
\quad Setup repair after global routing missed its margin & no \\
\quad Number of hold-slack violations in the final timing report & 0 \\
\quad Setup total negative slack & 0 ns \\
\quad Timing-limited maximum frequency & 536 MHz \\
\quad Number of unconstrained endpoints & 22 \\
\quad Max-slew headroom & 50.5\% \\
\quad Final-report setup violation count & 0 \\
\multicolumn{2}{l}{\textbf{Power and ir drop}} \\
\quad Power per cell area & between 200 and 250 nW/um\^{}2 \\
\quad Internal cell power & 0.461 mW \\
\quad LEAKAGE & 0.930 nW \\
\quad Switching power total & 0.110 mW \\
\quad Logic gate share of total power & 2.7\% \\
\quad Part of the total power dissipated in the clock network & between 40 and 50\% \\
\quad Part of the total power dissipated in sequential elements & 55.1\% \\
\quad Sw Share & 19.3\% \\
\quad IR drop worst, VDD & just over 0.1 mV \\
\multicolumn{2}{l}{\textbf{Flow run}} \\
\quad Max capacitance violation total & 0 \\
\quad Tool warning count & 31 \\
\multicolumn{2}{l}{\textbf{Routing}} \\
\quad Vias after detailed routing & 1507 \\
\quad Wire length per cell after detailed routing & $\sim$10 um \\
\quad Final antenna diode count & 0 \\
\quad Post-Route WL & 3890 um \\
\quad Remaining number of nets flagged by the antenna check after routing & 0 \\
\quad Drt first-iter violations & 98 \\
\quad Remaining routing DRC violations & 0 \\
\quad Iteration tally of the first detailed-router pass & 4 \\
\quad Drt via density & a little under 4 \\
\multicolumn{2}{l}{\textbf{Global route}} \\
\quad Via count of the first global-routing pass & between 1000 and 1500 \\
\quad Wire length of the first global-routing pass & 6600 um \\
\quad Total global routing overflow & 0 \\
\quad Total global routing track utilization & 5.26\% \\
\quad Largest net degree at the start of global routing & 14 \\
\quad Initial antenna violation count & 0 \\
\multicolumn{2}{l}{\textbf{Die}} \\
\quad Core Rows & 36 \\
\quad Die outline height & around 120 um \\
\quad Total Die Area & 14600 um\^{}2 \\
\quad Pre-placement core utilization & 21.1\% \\
\quad Core area & roughly 9900 um\^{}2 \\
\quad I/O pin total & 29 \\
\quad Die width & around 120 um \\
\multicolumn{2}{l}{\textbf{Finish}} \\
\quad Synthesis-to-layout area growth & 23.5\% \\
\quad Area of all placed cells without fillers & 2570 um\^{}2 \\
\quad Layout fillers & $\sim$1000 \\
\quad Fraction of final layout cells with drive strength greater than 1 & roughly 6.5\% \\
\multicolumn{2}{l}{\textbf{Place}} \\
\quad Count of buffers from port buffering & 27 \\
\quad Placement Cell Area & 2480 um\^{}2 \\
\quad RePlAce Congestion & between 0.8 and 0.9 \\
\quad DP HPWL & around 2900 um \\
\multicolumn{2}{l}{\textbf{Hold path}} \\
\quad HP Class & reg -> reg \\
\multicolumn{2}{l}{\textbf{CTS}} \\
\quad Clock root cell & clkbuf\_8 \\
\quad TritonCTS Buffers & 5 \\
\quad Worst skew pair latency & 0.28 ns \\
\quad Count of H-tree levels built during CTS & 2 \\
\quad Number of buffers inserted to repair setup after CTS & 0 \\
\quad Post-cts hold buffer count & 0 \\
\quad CTS resizes & 0 \\
\quad Clock input transition at the sequential cells of the worst setup and hold paths & 0.07 ns \\
\quad Clock tree from TritonCTS & yes \\
\quad CTS Buffer Depth & 2 \\
\multicolumn{2}{l}{\textbf{Status}} \\
\quad Status & finished, final reports clean \\
\hline
\end{tabular}
-- sequential cells by signal (all words and copies together) (netlist names) --
name,count
SSEG_AN,4
count,32
clk,1
SSEG_CA,7
-- logic make-up after synthesis --
group                    count (synthesis)
AND-OR/OR-AND                           17
XOR/XNOR                                32
adder cells (fa/ha/maj)                  8
buffers and inverters                   17
flip-flops                              44
multiplexers                             5
other                                    1
AND/OR/NAND/NOR                         96
-- metrics by stage --
stage / setup WS [ns] / cells / total power, mW / hold slack [ns] / utilization [%]
detailed placement: 2.32 / 373 / 0.336 / 0.467 / 25.2
floorplan: 2.49 / 220 / 0.322 / 0.435 / -
finish: 2.34 / 381 / 0.571 / 0.475 / 26.1
global placement: 2.32 / 373 / 0.337 / 0.457 / 25.2
CTS: 2.31 / 381 / 0.576 / 0.480 / 26.1
global route: 2.18 / 381 / 0.595 / 0.502 / 26.1
-- routing by layer --
layer	global-route usage, %	share of wire (%)	vias up
met1	8.02	56	659
met2	7.35	36	33
li1	-	-	810
met5	0	0	-
met4	0.302	0.62	0
met3	1.75	7.0	5
-- final cells by class --
cell class,count,area [um^2],area share (%)
Sequential cell,44,891,34.6
Inverter,9,33.8,1.31
Timing Repair Buffer,28,278,10.8
Clock buffer,8,90.1,3.50
Tap cell,133,166,6.47
Multi-Input combinational cell,159,1110,43.3
-- worst paths after layout --
kind | end | depth (start not counted) | startpoint | slack (ns)
max reg2reg | clk | 6 | count[0] | 2.34
min | count[0] | 1 | count[0] | 0.47
min reg2reg | count[0] | 1 | count[0] | 0.47
max | clk | 6 | count[0] | 2.34
-- power by group through the flow --
stage | Combinational, mW | Clock, mW | Sequential, mW
5_1_grt | 0.0162 | 0.264 | 0.314
4_1_cts | 0.0155 | 0.247 | 0.314
6_report | 0.0155 | 0.241 | 0.314
-- cell usage in the layout, fill, tap and decap left out, types with 2 or more instances in the layout --
cell type        Yosys  final
nand2_1             21     21
clkbuf_8             0      6
nor3_1               2      2
o2bb2ai_1            4      4
nor2_1              18     18
nor4_1               4      4
nand3_1             12     12
nor3_4               2      2
mux2_2               2      2
xnor2_1             21     21
clkdlybuf4s50_1      0     27
and3_1               8      8
and2_1               2      2
nor2b_1              3      3
xor2_1              11     11
o21ai_0              2      2
nand4_1              6      6
mux2i_1              2      2
inv_1                9      9
nand3b_1             6      6
nor3b_1              2      2
dfxtp_1             43     43
ha_1                 8      8
a221o_1              2      2
a21oi_1              4      4
nor4b_1              3      3
clkbuf_1             0      2
No activity file was given, so power comes from the tool's default toggle rates.
